[flow/config.mk]
export PLATFORM = sky130hd
export DESIGN_NAME = alu
export DESIGN_NICKNAME = alu
export VERILOG_FILES = /design/flow/design.v
export SDC_FILE = /design/flow/constraint.sdc
export NUM_CORES = 4
export LEC_CHECK = 1
export CORE_UTILIZATION = 40
[flow/constraint.sdc]
current_design alu

set clk_period 15.3
set clk_io_pct 0.2

create_clock -name clk0 -period $clk_period

set non_clock_inputs [all_inputs -no_clocks]
set_input_delay [expr $clk_period * $clk_io_pct] -clock clk0 $non_clock_inputs
set_output_delay [expr $clk_period * $clk_io_pct] -clock clk0 [all_outputs]
[flow/design.v]
`timescale 1ns/10ps
module alu(result, op1, op2, funct);
input [(32 -1):0] op1;  
input [(32 -1):0] op2;  
input [(6 -1):0] funct;  
output [(32 -1):0] result;  
reg [(32 -1):0] result;
always @ (op1 or op2 or funct)
begin
    case (funct)
        6'h20 : result = op1 + op2;  
        6'h22 : result = op1 - op2;  
        6'h2c : result = op1 * op2;  
        6'h01 : result = op1 << op2;  
        6'h02 : result = op1 >> op2;  
        6'h24 : result = op1 & op2;  
        6'h25 : result = op1 | op2;  
        6'h27 : result = ~(op1 | op2);  
        6'h2a : result = (op1 < op2)? 1 : 0;  
        default: result = 32'hxxxxxxxx;
    endcase
end
endmodule
[flow/run.sh]
#!/bin/bash
# OpenROAD 26Q1-2900-gdf79404cd8, Yosys 0.63+post, stock flow scripts
make -C /OpenROAD-flow-scripts/flow DESIGN_CONFIG=/design/flow/config.mk WORK_HOME=/design/flow/orfs finish
==> results.py <==
# Synthesis and PnR figures
metrics = {
    "yosys": {
        "post-synth-top-area-cell": "fa_1",
        "yosys-top-cells-area": "fa_1 (34%), ha_1 (11%), nor2_1 (7.7%)",
        "yosys_area_um2": 23900,
        "ys_cells": 3057,
        "avgSynthCellArea_um2": 7.81,
        "ys.warnings.count": 1,
        "syn_area_um2": 23900,
        "syn_inst": 3057,
        "synth.top_cell.area_share_pct": 34.4,
        "synth_seq_share_pct": 0,
        "yosysUniqueCellTypes": 94,
    },
    "clock_network": {
        "holdBufCountCts": 0,
        "post_cts_buffers": 0,
        "post_cts_resized": 0,
    },
    "grt": {
        "antenna_found_initial": 10,
        "grt_pass1_vias": 23500,
        "grtUsageTotal_pct": 40.4,
        "grt_pass1_wl_um": 165000,
        "grt_max_degree": 59,
        "gr-total-overflow": 0,
    },
    "drt": {
        "drtPass1Iterations": 6,
        "routed_wl_um": 115000,
        "vias_per_cell": 5.93,
        "drc": 0,
        "wl_per_cell_um": 29.7,
        "ant_nets": 0,
        "vias": 22900,
        "drtIter0Drc": 1908,
    },
    "final_timing": {
        "rsz0062_at_grt": "no",
        "worst_pin_slew_ps": 1040,
        "hold_violations": 0,
        "max_freq_ghz": 0.0675,
        "whs_ps": 7230,
        "maxSlewViolCount": 0,
        "setup-tns-final_ps": 0,
        "fin_ws_ps": 488,
        "period_minus_slack_ps": 14810,
        "maxSlewHeadroom_pct": 30.7,
        "fin_crit_sh_pct": 96.8,
        "setup_viol": 0,
    },
    "final_layout": {
        "syn2layout_area_growth_pct": 8.47,
        "final_layout_size_suffix_gt1_share_pct": 7.69,
        "numSequentialCells": 0,
        "fin_util_pct": 43.9,
        "regArea_um2": 0,
        "nFillCells": 5784,
        "n_clock_buffer": 0,
    },
    "worst_setup_path": {
        "crit_path_start_kind": "input port",
        "critPathMaxFanout": 12,
        "end_kind": "output port",
        "critical_path.max_stage_delay_ps": 570,
        "worst_ep_arrival_time_ps": 11750,
        "cp_slowest_cell": "clkdlybuf4s50_1",
        "crit_buf_inv": 6,
        "crit_path_frequent_cell": "fa_1",
        "crit_required_ps": 12240,
        "crit_type": "input port to output port",
        "crit_family": "adder cells",
    },
    "floorplanning": {
        "coreArea_um2": 59000,
        "dieWidth_um": 246,
        "dieArea_um2": 60700,
        "num_rows": 89,
        "dieHeight_um": 246,
        "io_pins": 102,
        "fp_util_pct": 40.4,
    },
    "place": {
        "gp_congestion": 1.06,
        "port_buffers": 102,
        "place_ws_ps": 584,
        "dp_hpwl_um": 90700,
    },
    "power_and_ir_drop": {
        "p_int_mw": 4.05,
        "power_density_nw_per_um2": 389,
        "swShare_pct": 59.8,
        "leakagePower_nw": 12.1,
        "switching_power_mw": 6.02,
        "peakVddDrop_uv": 558,
    },
    "hold_path": {
        "min_path_type": "input port to output port",
        "holdPathStages": 6,
        "min_to": "result[0]",
        "min-delay-start": "funct[0]",
    },
    "flow_run": {
        "maxCapViolations": 0,
        "tool_warnings": 96,
    },
    "outcome": {
        "status": "finished clean",
    },
}
==> cell families (layout without fill, tap and decap cells) <==
family / count (synthesis) / count (layout) / synth area share [%]
compound gates: 525 / 525 / 14.7
xor+xnor: 101 / 101 / 3.71
fa+ha+maj: 629 / 629 / 45.9
buf+inv: 694 / 719 / 11.7
mux: 96 / 96 / 6.18
other cells: 0 / 5 / 0
simple gates: 1012 / 1012 / 17.9
==> per-stage QoR <==
stage | instances | instance area (µm²) | power [mW]
after global placement | 3855 | 25900 | 9.86
final | 3860 | 25900 | 10.1
after CTS | 3855 | 25900 | 9.95
after detailed placement | 3855 | 25900 | 9.88
after global routing | 3855 | 25900 | 10.9
after floorplan | 3057 | 23900 | 6.42
==> synth_stat cells, types with 19 or more instances <==
library cell,n
mux2i_1,44
o22ai_1,19
xor2_1,31
ha_1,219
a21o_1,21
buf_1,37
a31oi_1,32
a21oi_1,115
nor3_1,50
clkbuf_1,128
a221oi_1,37
buf_2,24
nand3_1,33
o21ai_0,129
mux4_2,40
xnor2_1,70
fa_1,410
nand2b_1,20
a211oi_1,54
nand2_1,331
inv_1,470
nor2_1,488
==> power groups by stage <==
stage    registers (mW)  logic (mW)  clock network [mW]
5_1_grt               0        10.9                   0
4_1_cts               0        9.95                   0
==> per-layer routing <==
layer	routed length, µm	vias to the layer above	track usage, %
li1	-	9942	-
met4	6000	12	16.2
met3	13000	274	14.9
met2	50300	1307	59.0
met5	149	-	1.23
met1	45100	11300	55.4
==> how the worst max path moves through the flow <==
stage | startpoint | slack [ps] | cells past startpoint | end
final | op2[5] | 490 | 25 | result[23]
after CTS | op2[5] | 550 | 25 | result[23]
after global routing | op2[5] | 210 | 27 | result[23]
==> worst min-delay path, delay by kind of cell <==
| kind | cells | cell delay (ps) |
|---|---|---|
| AOI/OAI and AO/OA | 1 | 140 |
| buffers and inverters | 2 | 660 |
| and+or+nand+nor | 3 | 310 |
==> layout make-up <==
cell class | count | area (µm²) | area share [%]
multi-input cells | 2363 | 21100 | 81.5
inverters | 485 | 1830 | 7.05
repair buffers | 234 | 1980 | 7.65
diodes | 5 | 12.5 | 0.0483
well taps | 773 | 967 | 3.73
==> cell usage in the layout (no fill, tap or decap), types with 49 or more instances in the layout <==
| cell type | synthesis | final |
|---|---|---|
| a211oi_1 | 54 | 54 |
| a21oi_1 | 115 | 114 |
| buf_4 | 5 | 134 |
| clkdlybuf4s50_1 | 0 | 95 |
| fa_1 | 410 | 410 |
| ha_1 | 219 | 219 |
| inv_1 | 470 | 469 |
| nand2_1 | 331 | 331 |
| nor2_1 | 488 | 487 |
| nor3_1 | 50 | 49 |
| o21ai_0 | 129 | 129 |
| xnor2_1 | 70 | 70 |
Power figures rest on the tool's default switching activity, not on a simulated workload.
